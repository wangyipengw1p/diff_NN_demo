==> design/flow/design.v <==
package diff_demo_pkg;
parameter CONF_INS_WIDTH        = 32;        
parameter CONF_AXI_ADDR_WIDTH   = 32;        
parameter CONF_AXI_DATA_WIDTH   = 32;        
parameter CONF_DDR_DATA_WIDTH   = 8;
parameter CONF_DDR_ADDR_WIDTH   = 32;
parameter CTRL_REG_LENGTH       = 32;
parameter LOAD_FM_LENGTH        = 23'd10240;
parameter LOAD_WT_LENGTH        = 23'd10240;
parameter SAVE_LENGTH           = 23'd10240;
parameter REF_FRAME_BUF_DEPTH   = 39600;     
parameter CONF_FM_BUF_DEPTH     = 4096;      
parameter CONF_GUARD_BUF_DEPTH  = 512;       
parameter FM_4_BIT_BASE_ADDR    = 2048;
parameter GD_4_BIT_BASE_ADDR    = 256;
parameter CONF_WT_BUF_DEPTH     = 512;      
parameter CONF_BIAS_BUF_DEPTH   = 64;       
parameter BIT_WIDTH = 8;
parameter PE_PROCESS_WINDOW = 6;
parameter CONF_PE_ROW = 4;
parameter CONF_PE_COL = 4;           
parameter PSUM_WIDTH = 24;
parameter FIFO_DEPTH = 4;                
parameter FM_GUARD_GEN_TMP_BUF_DEPTH = 40;           
parameter FM_GUARD_GEN_PSUM_BUF_DEPTH = 512;         
parameter FM_GUARD_GEN_REF_BUF_DEPTH = 6144;          
typedef enum logic[2:0] {  
    IDLE  = 3'd0, 
    ONE   = 3'd1, 
    TWO   = 3'd2, 
    THREE = 3'd3, 
    FOUR  = 3'd4, 
    FIVE  = 3'd5, 
    SIX   = 3'd6
} PE_state_t;
typedef enum logic[2:0]{ A_MODE , B_MODE, C_MODE, D_MODE, E_MODE } PE_weight_mode_t;  
typedef struct packed {
    logic signed [8 : 0][7 : 0] A_9;
    logic signed [5 : 0][7 : 0] B_6;
    logic signed [5 : 0][7 : 0] C_6;
    logic signed [3 : 0][7 : 0] D_4;
} PE_weight_t;
endpackage
module fifo_sync#(
    parameter DATA_WIDE = 64,
    parameter FIFO_DEPT = 16,
    parameter MODE = "block"
)
(
    input clk,
    input rst_n,
    input [DATA_WIDE - 1: 0] din,
    input wr_en,
    input rd_en,
    output logic [DATA_WIDE - 1: 0] dout,
    output logic empty,
    output logic full
);
parameter ADDR_WIDE = $clog2(FIFO_DEPT);
logic [ADDR_WIDE - 1 : 0] rd_addr;
logic [ADDR_WIDE - 1 : 0] wr_addr;
logic [ADDR_WIDE     : 0] count;
always_ff @(posedge clk or negedge rst_n)
if (!rst_n) begin
    count <= '0;
end else if (rd_en || wr_en) begin
    count <= count + (wr_en & !full) - (rd_en & !empty);
end
always_ff @(posedge clk or negedge rst_n)
if (!rst_n) begin
    rd_addr <= '0;
end else if (!empty && rd_en) begin
    rd_addr <= rd_addr + 1;
end
always_ff @(posedge clk or negedge rst_n)
if (!rst_n) begin
    wr_addr <= '0;
end else if (!full && wr_en) begin
    wr_addr <= wr_addr + 1;
end
(*ram_style = MODE*)logic [ DATA_WIDE - 1 : 0 ] FIFO [ FIFO_DEPT ];
always @(posedge clk) begin
    if (wr_en && !full)  FIFO [wr_addr] <= din;
    if (rd_en) dout  <= empty ? {DATA_WIDE{1'b0}} : FIFO[rd_addr];
end
assign empty = (count == '0);
assign full  = (count == FIFO_DEPT);
endmodule
==> design/flow/run.sh <==
#!/bin/bash
# OpenROAD 26Q1-2900-gdf79404cd8, Yosys 0.63+post, stock flow scripts
make -C /OpenROAD-flow-scripts/flow DESIGN_CONFIG=/design/flow/config.mk WORK_HOME=/design/flow/orfs finish
==> design/flow/config.mk <==
export PLATFORM = sky130hd
export DESIGN_NAME = fifo_sync
export DESIGN_NICKNAME = fifo_sync
export VERILOG_FILES = /design/flow/design.v
export SDC_FILE = /design/flow/constraint.sdc
export NUM_CORES = 4
export LEC_CHECK = 1
export CORE_UTILIZATION = 40
==> design/flow/constraint.sdc <==
current_design fifo_sync

set clk_period 54.4
set clk_io_pct 0.2

create_clock -name clk0 -period $clk_period [get_ports {clk}]

set non_clock_inputs [all_inputs -no_clocks]
set_input_delay [expr $clk_period * $clk_io_pct] -clock clk0 $non_clock_inputs
set_output_delay [expr $clk_period * $clk_io_pct] -clock clk0 [all_outputs]
==> impl_metrics.yaml <==
# physical design summary
run_status:
  status: "completed"
synthesis:
  yosysUniqueCellTypes: 42
  synth_flops: 1101
  synthesis.area_sq_um: 41560
  topCombFamilyByArea: "multiplexers"
  xor_area_share_pct: 0.1686
  ys_sh_aoi_pct: 2.414
  flop_cell: "edfxtp_1"
  synthSimpleGateAreaFrac_pct: 0.8549
  top_area_share_pct: 78.61
  ys_seq_share_pct: 79.39
  edf_count: 1088
  mux_share_pct: 15.46
  synthCells: 1751
  yosys.area.top_type: "edfxtp_1"
  ys_cells: 1751
  adder_share_pct: 0.3793
  yosys_warnings: 1
  topCellsByArea: "edfxtp_1 (79%), mux4_2 (14%), mux2i_1 (1.6%)"
  synthArstFlopShare_pct: 1.181
  ys_area_sq_um: 41560
  avgSynthCellArea_sq_um: 23.74
sta:
  fin_setup_tns_ns: 0
  fin_crit_sh_pct: 25.32
  rsz0062_at_grt: "no"
  worstMarginPinSlew_ns: 0.7959
  finalSetupViolations: 0
  drv_slew: 0
  min_period_ns: 13.77
  final_hold_viol_count: 0
  skew_ns: 0.04616
  slew_headroom_pct: 46.38
  fmax_mhz: 72.61
global_routing:
  antenna_found_initial: 1
  grt_pass1_vias: 21550
  overflow: 0
  grtUsageTotal_pct: 18.82
  grt_pass1_wl_microns: 134100
  grt_max_degree: 79
drt:
  wire_per_inst_microns: 25.57
  detail_route.first_pass.iterations: 5
  vias: 18590
  finalWirelength_microns: 87260
  drc: 0
  antenna_left: 0
  post_drt_via_cell_ratio: 5.449
  antennaDiodeCount: 0
  drt-initial-drc-count: 1090
cts:
  numCtsBuffers: 112
  cts_hold_buf: 0
  cts_root_buf: "clkbuf_16"
  clock_sinks: 1101
  cts_setup_buffers: 0
  clk_pin_slew_ns: 0.06
  clkLatencyLatePin_ns: 0.71
  cts_resized: 0
  htreeDepth: 3
  cts_tree: "yes"
  cts_buffer_depth: 3
setup_path:
  reg2reg_setup_slack_ns: 50.49
  path_class: "reg2out"
  crit_arrival_ns: 2.89
  crit_path_end_kind: "primary output"
  crit_fanout: 18
  worstPathRequired_ns: 43.52
  critPathLaunchType: "flop"
power_and_ir_drop:
  leakage_nw: 15.12
  power.total_mw: 2.505
  peakVddDrop_uv: 31.99
  p_per_area_nw_per_um2: 52.01
die:
  fp.coreArea_sq_um: 102300
  placementRows: 117
  ioPinCount: 134
  fp-utilization_pct: 40.62
  dieWidth_microns: 324.4
  die_y_microns: 324.4
  chipArea_sq_um: 105200
finish:
  syn2layout_area_growth_pct: 15.90
  final_util_pct: 47.08
  layout.cells.most_common: "edfxtp_1"
  layout_top_cells: "edfxtp_1 (1088), mux4_2 (256), clkdlybuf4s50_1 (132), clkbuf_16 (112), mux2i_1 (65)"
  drive_above_1_share_pct: 24.95
placement:
  gp_routability_congestion: 0.8017
  dp_hpwl_microns: 48970
  port_buffers: 133
job:
  warnings: 30
  max_cap_viol_count: 0
min_path:
  hold_path_class: "reg2reg"
[metal layers]
layer	track usage [%]	up-vias	share of wire (%)
met5	0	-	0.0092
met4	3.039	2	1.8
met3	13.16	130	15
met2	28.12	1099	49
met1	24.13	9480	35
li1	-	7881	-
[sequential cells by signal (all words and copies together), names as in the netlist]
signal,flops
rd_addr,4
dout,64
FIFO,1024
wr_addr,4
count,5
[metrics by stage]
step	instance area, sq um	std cells	hold slack [ns]	setup slack (ns)
floorplan	41560	1751	0.4918	36.33
global placement	44570	3207	0.5450	40.13
detailed placement	44570	3207	0.5373	40.01
CTS	48170	3412	0.5494	40.59
global route	48170	3412	0.5979	40.50
finish	48170	3412	0.5461	40.63
[cell families (layout without fill, tap and decap cells)]
logic type / Yosys count / after routing
AND/OR/NAND/NOR: 62 / 62
flip-flops: 1101 / 1101
buffers and inverters: 108 / 401
adder cells (fa/ha/maj): 12 / 12
multiplexers: 322 / 322
AND-OR/OR-AND: 138 / 138
XOR/XNOR: 8 / 8
[area by class of cell]
cell class / instances / area [sq um]
clock buffer: 135 / 2889
tap: 1368 / 1712
inverter: 16 / 61.31
multi-input combinational: 542 / 8098
clock inverter: 70 / 709.4
sequential: 1101 / 33010
fill: 8144 / 54160
timing repair buffer: 180 / 1694
[power by group]
group	switching, mW	internal [mW]
Clock	0.316	0.432
Combinational	0.352	0.308
Sequential	0.0389	1.06
[synthesized netlist by cell type (3+ instances only)]
cell type / instances
edfxtp_1: 1088
dfrtp_1: 13
buf_4: 15
a22oi_2: 20
o21ai_0: 23
a211oi_1: 30
buf_2: 47
clkbuf_1: 21
nand2_1: 12
buf_6: 4
ha_1: 11
mux4_2: 256
a22oi_1: 28
nor2b_1: 16
and2_1: 8
o21ai_1: 29
inv_1: 15
a21oi_1: 3
xnor2_1: 7
buf_1: 4
mux2i_1: 65
nor4_1: 4
nor2_1: 8
[final timing paths]
check                                         end  cells past startpoint                 start
max                                         empty                      5  count[3]$_DFFE_PN0P_
min                          count[0]$_DFFE_PN0P_                      2  count[0]$_DFFE_PN0P_
max reg2reg                 FIFO[9][30]$_DFFE_PP_                      8  count[3]$_DFFE_PN0P_
min reg2reg                  count[0]$_DFFE_PN0P_                      2  count[0]$_DFFE_PN0P_
max in group asynchronous  rd_addr[0]$_DFFE_PN0P_                      1                 rst_n
min in group asynchronous    count[2]$_DFFE_PN0P_                      1                 rst_n
[critical path: stages (launching register included)]
cell	delay (ns)
dfrtp_1	0.43
inv_1	0.13
ha_1	0.17
or4b_4	0.52
clkinv_2	0.36
clkdlybuf4s50_1	0.56
