===== run.sh =====
#!/bin/bash
# OpenROAD 26Q1-2900-gdf79404cd8, Yosys 0.63+post, stock flow scripts
make -C /OpenROAD-flow-scripts/flow DESIGN_CONFIG=/design/flow/config.mk WORK_HOME=/design/flow/orfs finish

===== config.mk =====
export PLATFORM = sky130hd
export DESIGN_NAME = semi_ture_two_port_mem
export DESIGN_NICKNAME = semi_ture_two_port_mem
export VERILOG_FILES = /design/flow/design.v
export SDC_FILE = /design/flow/constraint.sdc
export NUM_CORES = 4
export LEC_CHECK = 1
export CORE_UTILIZATION = 40

===== constraint.sdc =====
current_design semi_ture_two_port_mem

set clk_period 13.0
set clk_io_pct 0.2

create_clock -name clk0 -period $clk_period [get_ports {clk}]

set non_clock_inputs [all_inputs -no_clocks]
set_input_delay [expr $clk_period * $clk_io_pct] -clock clk0 $non_clock_inputs
set_output_delay [expr $clk_period * $clk_io_pct] -clock clk0 [all_outputs]

===== design.v =====
package diff_demo_pkg;
parameter CONF_INS_WIDTH        = 32;        
parameter CONF_AXI_ADDR_WIDTH   = 32;        
parameter CONF_AXI_DATA_WIDTH   = 32;        
parameter CONF_DDR_DATA_WIDTH   = 8;
parameter CONF_DDR_ADDR_WIDTH   = 32;
parameter CTRL_REG_LENGTH       = 32;
parameter LOAD_FM_LENGTH        = 23'd10240;
parameter LOAD_WT_LENGTH        = 23'd10240;
parameter SAVE_LENGTH           = 23'd10240;
parameter REF_FRAME_BUF_DEPTH   = 39600;     
parameter CONF_FM_BUF_DEPTH     = 4096;      
parameter CONF_GUARD_BUF_DEPTH  = 512;       
parameter FM_4_BIT_BASE_ADDR    = 2048;
parameter GD_4_BIT_BASE_ADDR    = 256;
parameter CONF_WT_BUF_DEPTH     = 512;      
parameter CONF_BIAS_BUF_DEPTH   = 64;       
parameter BIT_WIDTH = 8;
parameter PE_PROCESS_WINDOW = 6;
parameter CONF_PE_ROW = 4;
parameter CONF_PE_COL = 4;           
parameter PSUM_WIDTH = 24;
parameter FIFO_DEPTH = 4;                
parameter FM_GUARD_GEN_TMP_BUF_DEPTH = 40;           
parameter FM_GUARD_GEN_PSUM_BUF_DEPTH = 512;         
parameter FM_GUARD_GEN_REF_BUF_DEPTH = 6144;          
typedef enum logic[2:0] {  
    IDLE  = 3'd0, 
    ONE   = 3'd1, 
    TWO   = 3'd2, 
    THREE = 3'd3, 
    FOUR  = 3'd4, 
    FIVE  = 3'd5, 
    SIX   = 3'd6
} PE_state_t;
typedef enum logic[2:0]{ A_MODE , B_MODE, C_MODE, D_MODE, E_MODE } PE_weight_mode_t;  
typedef struct packed {
    logic signed [8 : 0][7 : 0] A_9;
    logic signed [5 : 0][7 : 0] B_6;
    logic signed [5 : 0][7 : 0] C_6;
    logic signed [3 : 0][7 : 0] D_4;
} PE_weight_t;
endpackage
module semi_ture_two_port_mem#(
    parameter BIT_LENGTH = 64,
    parameter DEPTH = 16,
    parameter MODE = "block",        
    parameter INIT_FILE = ""
) (
    input  logic                             clk,
    input  logic [$clog2(DEPTH) - 1 : 0 ]    addra,
    input  logic [$clog2(DEPTH) - 1 : 0 ]    addrb,
    input  logic [BIT_LENGTH       - 1 : 0 ] dina,
    output logic [BIT_LENGTH       - 1 : 0 ] douta,
    input  logic                             ena,   
    input  logic                             wea,   
    input  logic                             enb,
    output logic [BIT_LENGTH       - 1 : 0 ] doutb                      
);
(*ram_style = MODE*) logic [BIT_LENGTH - 1 : 0] BRAM [ (1 << $clog2(DEPTH)) - 1 : 0 ];
  generate
    if (INIT_FILE != "") begin: use_init_file
      initial
        $readmemh(INIT_FILE, BRAM, 0, DEPTH-1);
    end else begin: init_bram_to_zero
      integer ram_index;
      initial
        for (ram_index = 0; ram_index < DEPTH; ram_index = ram_index + 1)
          BRAM[ram_index] = '1;                                           
    end
  endgenerate
  always @(posedge clk)
    if(ena) begin
      if (wea)
        BRAM[addra] <= dina;
      else                                 
        douta <= BRAM[addra];
    end
  always @(posedge clk)
    if (enb)
        doutb <= BRAM[addrb];
endmodule

==> GITHUB_STEP_SUMMARY <==
### Yosys + OpenROAD results

| Metric | Value |
|---|---|
| CP max stage delay | `between 700 and 800 ps` |
| Total track usage | `~24%` |
| Metal2 WL | `roughly 66,000 um` |
| CP Cell Sequence | `buf_8 > buf_4 > buf_4 > buf_4 > mux4_2 > a22oi_1 > nand2_1` |
| Max layer used | `met5` |
| Unique cell types | `17` |
| Worst reg2reg endpoint | `douta[6]$_DFFE_PP_` |
| Fin. Hold Viols | `0` |
| Yosys stat area | `~50,000 um2` |
| Global-route wire length before repair | `between 150,000 and 200,000 um` |
| Pwr Total | `8.18 mW` |
| Hold_sp | `BRAM[14][36]$_DFFE_PP_` |
| Cell mode on critical path | `buf_4` |
| Clk slew on worst S/H paths | `60 ps` |
| Startpoint Class | `primary input` |
| CTS tree | `yes` |
| Die W | `354 um` |
| Min-Delay Endpoint | `douta[36]$_DFFE_PP_` |
| Dominant cell type by area after synthesis | `edfxtp_1` |
| Starting Density | `around 40%` |
| Htree depth | `3` |
| Count of library flops with an enable pin | `1,152` |
| Initial antenna violation count | `16` |
| Critical Path RT | `~13,000 ps` |
| Setup_tns | `0 ps` |
| FP Rows | `about 130` |
| Synth Instances | `between 2,000 and 2,500` |
| CTS buffer count | `between 100 and 150` |
| Post-route DRC violation count | `0` |
| RR Startpoint | `BRAM[11][6]$_DFFE_PP_` |
| Die Y | `about 350 um` |
| Mean Syn Cell Area | `between 20 and 25 um2` |
| Fillers | `around 9,800` |
| Pin count of the biggest net entering global routing | `slightly below 90` |
| Maximum VDD drop | `about 0.00011 V` |
| Outcome | `finished clean` |
| Synth warn | `1` |
| Deepest clock path buffer count | `3` |
| Number of global-route vias before repair | `about 30,000` |
| Io pins | `slightly above 200` |
| Worst min path class | `reg -> reg` |
| Synthesis-to-layout area growth | `16.1%` |
| Final HPWL DP | `between 70,000 and 80,000 um` |
| Clock sink count | `1,152` |
| Late-Pin Clk Latency | `between 700 and 800 ps` |
| Hold buffers post-CTS | `0` |
| Core Area | `between 100,000 and 150,000 um2` |
| Cell area leaders | `edfxtp_1 (70%), mux4_2 (23%), a22oi_1 (3.9%), nand2_1 (0.98%), clkbuf_1 (0.53%)` |
| CP Class | `in -> reg` |
| Max-cap violations | `0` |
| Hold Path Stages | `3` |
| Setup crit end kind | `flip-flop` |
| Worst path slowest cell | `buf_4` |
| Synth Seq Share | `between 60% and 70%` |
| Layout cells sized above 1 | `~31%` |
| Via count | `roughly 26,000` |
| R2R depth | `3` |
| Area share, top type | `69.8%` |
| Remaining Overflow, GRT | `0` |
| Clock Skew | `~34 ps` |
| Final setup viols | `0` |
| P per Cell Area | `around 140 nW/um2` |
| LEAKAGE | `approximately 18 nW` |
| Log Warnings | `26` |
| Slew headroom | `34.0%` |
| Count leader, synth | `edfxtp_1` |
| Chip area | `approximately 130,000 um2` |
| Post-CTS Resized | `0` |
| Post-Route M1 WL | `between 40,000 and 50,000 um` |
| Root Driver | `clkbuf_16` |
| Final Max Tran Viols | `0` |
| Crit path time final | `about 5500 ps` |
| Final worst-path cycle share | `about 42%` |
| Post-CTS setup buffer count | `0` |
| R2R Setup Slk | `about 11,000 ps` |
| RSZ-0062 raised after global routing | `false` |
| Final GP Congestion | `roughly 0.83` |
| Post-DR vias/cell | `approximately 6.1` |
| Met3 wire len | `approximately 24,000 um` |
| Remaining antenna violation count | `0` |
| FMAX | `about 180 MHz` |
| Port buffer count | `203` |
| Top post-synthesis cells by count | `edfxtp_1 (1,152), mux4_2 (512), a22oi_1 (256)` |
| Measured slew at the worst slew-check pin | `slightly below 1000 ps` |
| Dominant flop cell | `edfxtp_1` |
| WL final | `135,000 um` |
| Post-synth ARST share | `0%` |
| WP data arrival | `5920 ps` |
| Routed length per instance | `roughly 32 um` |
| Mapped Area | `between 40,000 and 50,000 um2` |
| Worst-path maximum fanout | `~44` |
| Ys cells | `2,252` |
| Post-synth regs | `~1,200` |
| DR pass1 iterations | `5` |
| Initial drt markers | `1,596` |
[per-stage QoR]
step	hold WS, ps	instance area, um2	cells	setup slack (ps)	util [%]
floorplan	731	49600	2252	4590	-
global placement	751	53600	3996	6680	43.8
detailed placement	754	53600	3996	6690	43.8
CTS	750	57500	4214	7430	47.0
global route	776	57600	4219	7160	47.0
finish	743	57600	4221	7520	47.0
[power breakdown]
group | leakage (nW) | switching (mW) | internal [mW]
clock | 1.90 | 1.42 | 1.99
sequential | 10.5 | 0.0304 | 4.17
combinational | 5.64 | 0.311 | 0.261
total | 18.0 | 1.76 | 6.42
[flip-flops by register name (all words and copies together) (netlist names)]
signal	count
BRAM	1024
douta	64
doutb	64
[area by class of cell]
type	count	area, um2	area share, %
antenna	7	17.5	0.0304
tap	1625	2030	3.53
multi-input combinational	929	14300	24.8
timing repair buffer	290	2750	4.78
clock inverter	84	867	1.51
clock buffer	134	3030	5.27
sequential	1152	34600	60.1
[cell usage in the layout (no fill, tap or decap)]
cell,count
nor2b_4,5
nand4b_1,2
diode_2,7
nor2_4,14
clkbuf_1,15
clkinv_4,5
buf_12,4
or3_1,1
nor3_2,4
clkinv_8,2
clkinv_2,26
clkinv_1,23
bufinv_16,16
nand2b_1,2
clkdlybuf4s50_1,198
edfxtp_1,1152
nand2_1,130
nand4_1,1
mux4_2,512
buf_4,84
and2_4,2
clkbuf_16,119
buf_8,4
clkinvlp_4,9
a22oi_1,256
inv_6,3
[critical path: cells and delay by family]
family	cells	cell delay [ps]
mux	1	580
simple gates	1	80
compound gates	1	190
buf+inv	4	2380
[how the worst max path moves through the flow]
stage	start	endpoint	slack (ps)	depth (start not counted)
CTS	addrb[0]	doutb[47]$_DFFE_PP_	7430	7
global route	addrb[0]	doutb[46]$_DFFE_PP_	7160	7
finish	addra[0]	douta[54]$_DFFE_PP_	7520	7
[routing by layer]
layer | vias up | global-route usage, %
met3 | 255 | 19.9
li1 | 10400 | -
met5 | - | 0.943
met4 | 18 | 5.91
met1 | 13000 | 27.0
met2 | 2054 | 35.5
[cell families (layout without fill, tap and decap cells)]
family | Yosys count | in the layout | share of synthesized area [%]
flip-flops | 1152 | 1152 | 69.8
multiplexers | 512 | 512 | 23.3
AND-OR/OR-AND | 256 | 256 | 3.88
buffers and inverters | 171 | 508 | 1.77
AND/OR/NAND/NOR | 161 | 161 | 1.31
other | 0 | 7 | 0
Power figures rest on the tool's default switching activity, not on a simulated workload.
