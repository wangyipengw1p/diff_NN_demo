===== design/flow/design.v =====
package diff_demo_pkg;
parameter CONF_INS_WIDTH        = 32;        
parameter CONF_AXI_ADDR_WIDTH   = 32;        
parameter CONF_AXI_DATA_WIDTH   = 32;        
parameter CONF_DDR_DATA_WIDTH   = 8;
parameter CONF_DDR_ADDR_WIDTH   = 32;
parameter CTRL_REG_LENGTH       = 32;
parameter LOAD_FM_LENGTH        = 23'd10240;
parameter LOAD_WT_LENGTH        = 23'd10240;
parameter SAVE_LENGTH           = 23'd10240;
parameter REF_FRAME_BUF_DEPTH   = 39600;     
parameter CONF_FM_BUF_DEPTH     = 4096;      
parameter CONF_GUARD_BUF_DEPTH  = 512;       
parameter FM_4_BIT_BASE_ADDR    = 2048;
parameter GD_4_BIT_BASE_ADDR    = 256;
parameter CONF_WT_BUF_DEPTH     = 512;      
parameter CONF_BIAS_BUF_DEPTH   = 64;       
parameter BIT_WIDTH = 8;
parameter PE_PROCESS_WINDOW = 6;
parameter CONF_PE_ROW = 4;
parameter CONF_PE_COL = 4;           
parameter PSUM_WIDTH = 24;
parameter FIFO_DEPTH = 4;                
parameter FM_GUARD_GEN_TMP_BUF_DEPTH = 40;           
parameter FM_GUARD_GEN_PSUM_BUF_DEPTH = 512;         
parameter FM_GUARD_GEN_REF_BUF_DEPTH = 6144;          
typedef enum logic[2:0] {  
    IDLE  = 3'd0, 
    ONE   = 3'd1, 
    TWO   = 3'd2, 
    THREE = 3'd3, 
    FOUR  = 3'd4, 
    FIVE  = 3'd5, 
    SIX   = 3'd6
} PE_state_t;
typedef enum logic[2:0]{ A_MODE , B_MODE, C_MODE, D_MODE, E_MODE } PE_weight_mode_t;  
typedef struct packed {
    logic signed [8 : 0][7 : 0] A_9;
    logic signed [5 : 0][7 : 0] B_6;
    logic signed [5 : 0][7 : 0] C_6;
    logic signed [3 : 0][7 : 0] D_4;
} PE_weight_t;
endpackage
module ping_pong_buffer#(
    parameter BIT_LENGTH = 64,
    parameter DEPTH = 16,
    parameter MODE = "block",        
    parameter INIT_FILE = ""
) (
    input  logic                             clk,
    input  logic [$clog2(DEPTH) - 1 : 0 ]    addr1w,
    input  logic [$clog2(DEPTH) - 1 : 0 ]    addr1r,
    input  logic [$clog2(DEPTH) - 1 : 0 ]    addr2,
    input  logic [BIT_LENGTH       - 1 : 0 ] din1,
    input  logic [BIT_LENGTH       - 1 : 0 ] din2,
    input  logic                             we1,   
    input  logic                             we2,
    output logic [BIT_LENGTH       - 1 : 0 ] dout1,
    output logic [BIT_LENGTH       - 1 : 0 ] dout2,
    input  logic                             ping_pong                    
);
logic [$clog2(DEPTH) - 1 : 0 ] addr_ping_w, addr_pong_w, addr_ping_r, addr_pong_r;
logic [BIT_LENGTH  - 1 : 0 ] din_ping, din_pong;
logic we_ping, we_pong;
logic [BIT_LENGTH       - 1 : 0 ] dout_ping, dout_pong;
always_comb begin
  addr_ping_w = ping_pong ? addr1w : addr2;
  addr_pong_w = ping_pong ? addr2 : addr1w;
  addr_ping_r = ping_pong ? addr1r : addr2;
  addr_pong_r = ping_pong ? addr2 : addr1r;
  din_ping  = ping_pong ? din1  : din2;
  din_pong  = ping_pong ? din2  : din1;
  we_ping   = ping_pong ? we1   : we2;
  we_pong   = ping_pong ? we2   : we1;
  dout1     = ping_pong ? dout_ping : dout_pong;
  dout2     = ping_pong ? dout_pong : dout_ping;
end
two_port_mem #(
    .BIT_LENGTH(BIT_LENGTH),
    .DEPTH(DEPTH)
) ping_mem (
  .*,
  .addra(addr_ping_w),
  .addrb(addr_ping_r),
  .dina(din_ping),
  .wea(we_ping),
  .enb('1),
  .doutb(dout_ping)
);
two_port_mem #(
    .BIT_LENGTH(BIT_LENGTH),
    .DEPTH(DEPTH)
) pong_mem (
  .*,
  .addra(addr_pong_w),
  .addrb(addr_pong_r),
  .dina(din_pong),
  .wea(we_pong),
  .enb('1),
  .doutb(dout_pong)
);
endmodule
module two_port_mem#(
    parameter BIT_LENGTH = 64,
    parameter DEPTH = 16,
    parameter MODE = "block",        
    parameter INIT_FILE = ""
) (
    input  logic                             clk,
    input  logic [$clog2(DEPTH) - 1 : 0 ]    addra,
    input  logic [$clog2(DEPTH) - 1 : 0 ]    addrb,
    input  logic [BIT_LENGTH       - 1 : 0 ] dina,
    input  logic                             wea,   
    input  logic                             enb,
    output logic [BIT_LENGTH       - 1 : 0 ] doutb                      
);
(*ram_style = MODE*) logic [BIT_LENGTH - 1 : 0] BRAM [ (1 << $clog2(DEPTH)) - 1 : 0 ];
  generate
    if (INIT_FILE != "") begin: use_init_file
      initial
        $readmemh(INIT_FILE, BRAM, 0, DEPTH-1);
    end else begin: init_bram_to_zero
      integer ram_index;
      initial
        for (ram_index = 0; ram_index < DEPTH; ram_index = ram_index + 1)
          BRAM[ram_index] = '1;                                           
    end
  endgenerate
  always @(posedge clk)
      if (wea)
        BRAM[addra] <= dina;
  always @(posedge clk)
    if (enb)
        doutb <= BRAM[addrb];
endmodule

===== design/flow/run.sh =====
#!/bin/bash
# OpenROAD 26Q1-2900-gdf79404cd8, Yosys 0.63+post, stock flow scripts
make -C /OpenROAD-flow-scripts/flow DESIGN_CONFIG=/design/flow/config.mk WORK_HOME=/design/flow/orfs finish

===== design/flow/config.mk =====
export PLATFORM = sky130hd
export DESIGN_NAME = ping_pong_buffer
export DESIGN_NICKNAME = ping_pong_buffer
export VERILOG_FILES = /design/flow/design.v
export SDC_FILE = /design/flow/constraint.sdc
export NUM_CORES = 4
export LEC_CHECK = 1
export CORE_UTILIZATION = 30

===== design/flow/constraint.sdc =====
current_design ping_pong_buffer

set clk_period 14.7
set clk_io_pct 0.2

create_clock -name clk0 -period $clk_period [get_ports {clk}]

set non_clock_inputs [all_inputs -no_clocks]
set_input_delay [expr $clk_period * $clk_io_pct] -clock clk0 $non_clock_inputs
set_output_delay [expr $clk_period * $clk_io_pct] -clock clk0 [all_outputs]

==> insert_results.sql <==
-- flow metrics import
INSERT INTO impl_metrics (metric_group, metric, value, unit) VALUES
('critical_path', 'critical_path_peak_fanout', '62', ''),
('clock_tree', 'cts.repair_timing.setup_buffer_count', '0', ''),
('route', 'drt-total-wl', '228000', 'µm'),
('logic_synthesis', 'topCellsByArea', 'sky130_fd_sc_hd__edfxtp_1 (73%), sky130_fd_sc_hd__mux2i_1 (12%), sky130_fd_sc_hd__o22ai_1 (3.8%), sky130_fd_sc_hd__mux2_2 (3.5%), sky130_fd_sc_hd__dfxtp_1 (3.1%)', ''),
('power', 'power-per-cell-area', '138', 'mW/mm²'),
('power', 'cellLeakagePower', '0.0335', 'µW'),
('route', 'drc', '0', ''),
('critical_path', 'cp.required', '11.76', 'ns'),
('clock_tree', 'numCtsBuffers', '209', ''),
('sta', 'timing.hold.ws', '0.568', 'ns'),
('die', 'die_w', '530', 'µm'),
('logic_synthesis', 'ys_ff', '2176', ''),
('critical_path', 'cp_endpoint_kind', 'output port', ''),
('clock_tree', 'clkSinkCount', '2176', ''),
('die', 'initial_utilization', '30.2', '%'),
('clock_tree', 'clk_transition_reported_paths', '0.06', 'ns'),
('clock_tree', 'postCtsHoldBufs', '0', ''),
('sta', 'relSlewSlack', '41.3', '%'),
('clock_tree', 'cts_buffer_depth', '3', ''),
('route', 'wl_per_cell', '26.1', 'µm'),
('finish', 'fillCellCount', '25200', ''),
('run', 'maximum_capacitance_violations', '0', ''),
('placed_design', 'place.detailed.hpwl', '135000', 'µm'),
('grt', 'grt_pass1_wl', '321000', 'µm'),
('finish', 'area.growth.synth_to_final', '17.1', '%'),
('grt', 'number_of_global_route_vias_before_repair', '44500', ''),
('grt', 'grt_start_max_net_pins', '99', ''),
('run', 'openroad.warnings', '26', ''),
('logic_synthesis', 'synth_area_leader_cell', 'sky130_fd_sc_hd__edfxtp_1', ''),
('sta', 'fmax', '122', 'MHz'),
('logic_synthesis', 'chip_area_estimate_from_yosys_synthesis', '0.0837', 'mm²'),
('sta', 'final.setup_skew', '0.0672', 'ns'),
('finish', 'sequential_cell_area_in_the_final_layout', '0.0641', 'mm²'),
('logic_synthesis', 'yosysTopAreaCellShare', '73.5', '%'),
('sta', 'setup_violations', '0', ''),
('sta', 'hold_viol', '0', ''),
('status', 'status', 'completed', ''),
('critical_path', 'timing_worst_setup_path_type', 'input pin to output port', ''),
('sta', 'grt_setup_unrepaired', 'no', ''),
('die', 'die_h', '530', 'µm'),
('route', 'drt_first_iter_violations', '2515', ''),
('logic_synthesis', 'postSynthAreaPerCell', '18.8', 'µm²'),
('die', 'num_io_pins', '272', ''),
('route', 'via_count', '43200', ''),
('route', 'drt-vias-per-instance', '4.94', ''),
('grt', 'grt_overflow', '0', ''),
('sta', 'finalWorstPathRequiredPeriod', '8.19', 'ns'),
('sta', 'timing.final.crit_share', '55.7', '%'),
('logic_synthesis', 'yosysCellCount', '4455', ''),
('finish', 'mi_logic_area', '0.0184', 'mm²'),
('grt', 'groute.usage.overall', '17.2', '%'),
('sta', 'slew_at_the_pin_with_the_worst_max_slew_slack', '0.880', 'ns'),
('sta', 'final.setup.tns', '0', 'ns'),
('logic_synthesis', 'yosysWarningCount', '2', ''),
('die', 'floorplan.core_area', '0.277', 'mm²'),
('route', 'antenna_left', '0', ''),
('power', 'vdd.ir_drop.worst', '0.000135', 'V'),
('finish', 'post_route_cells_drive_above_1_share', '15.4', '%'),
('critical_path', 'reg2reg_setup_slack', '13.10', 'ns'),
('die', 'fp.dieArea', '0.281', 'mm²'),
('logic_synthesis', 'synthCells', '4455', ''),
('clock_tree', 'cts_root_buf', 'sky130_fd_sc_hd__clkbuf_16', ''),
('worst_hold_path', 'hold_path.class', 'register to register', ''),
('route', 'firstDrtPassIters', '7', ''),
('clock_tree', 'cts.htree.levels', '4', ''),
('logic_synthesis', 'number_of_different_library_cells_in_the_post_synthesis_netlist', '27', ''),
('sta', 'final_max_slew_viol_count', '0', ''),
('clock_tree', 'source_to_sink_clock_delay_at_the_later_pin_of_the_worst_skew_pair', '0.89', 'ns'),
('logic_synthesis', 'synth.cell_area', '0.0837', 'mm²'),
('power', 'total_power', '13500', 'µW'),
('clock_tree', 'clock_tree_from_tritoncts', 'yes', ''),
('grt', 'antenna_found_initial', '30', ''),
('critical_path', 'cp_data_arrival_time', '5.25', 'ns'),
('logic_synthesis', 'synth-seq-area-share', '76.6', '%'),
('die', 'placement_rows', '193', ''),
('clock_tree', 'post_cts_resize_count', '0', ''),
('placed_design', 'gp_routability_congestion', '0.826', ''),
('critical_path', 'setup_crit_start_kind', 'input pin', ''),
('placed_design', 'buffer_ports.inserted', '271', '');
==> synth_stat cells <==
cell	count
sky130_fd_sc_hd__a31oi_1	6
sky130_fd_sc_hd__and3_1	2
sky130_fd_sc_hd__and3b_1	5
sky130_fd_sc_hd__and3b_4	1
sky130_fd_sc_hd__buf_1	1
sky130_fd_sc_hd__buf_2	169
sky130_fd_sc_hd__buf_4	16
sky130_fd_sc_hd__buf_6	41
sky130_fd_sc_hd__clkbuf_1	18
sky130_fd_sc_hd__dfxtp_1	128
sky130_fd_sc_hd__edfxtp_1	2048
sky130_fd_sc_hd__inv_1	5
sky130_fd_sc_hd__mux2_2	258
sky130_fd_sc_hd__mux2_4	2
sky130_fd_sc_hd__mux2i_1	1026
sky130_fd_sc_hd__mux2i_2	2
sky130_fd_sc_hd__nand2_1	1
sky130_fd_sc_hd__nand2b_1	2
sky130_fd_sc_hd__nor2_1	30
sky130_fd_sc_hd__nor3_1	14
sky130_fd_sc_hd__nor3b_1	6
sky130_fd_sc_hd__o21ai_0	10
sky130_fd_sc_hd__o21ai_2	5
sky130_fd_sc_hd__o21ai_4	11
sky130_fd_sc_hd__o21ba_2	8
sky130_fd_sc_hd__o22ai_1	512
sky130_fd_sc_hd__or4_1	128
==> flip-flops by register name, summed over array words and instances, names as in the netlist <==
signal / count
pong_mem.doutb: 64
ping_mem.BRAM: 1024
pong_mem.BRAM: 1024
ping_mem.doutb: 64
==> per-layer routing <==
metal / GRT usage, % / share of wire (%)
met1: 19.0 / 34
met2: 27.0 / 48
met3: 11.9 / 15
met4: 4.61 / 3.3
met5: 0.0513 / 0.14
==> power breakdown <==
part	switching, µW	internal (µW)	total, µW
clock network	2300	2990	5290
logic	634	472	1110
registers	110	7040	7150
total	3040	10500	13500
==> cell families (layout without fill, tap and decap cells) <==
kind of cell | after synthesis | in the layout | synth area share, %
and+or+nand+nor | 189 | 189 | 1.52
buffers and inverters | 250 | 831 | 1.81
DFF | 2176 | 2176 | 76.6
other | 0 | 3 | 0
AOI/OAI and AO/OA | 552 | 552 | 4.29
muxes | 1288 | 1288 | 15.8
==> stage by stage <==
stage	worst slack, ns	util, %	cell area [µm²]	cells
6_report	6.51	35.4	98000	8744
5_1_grt	6.35	35.4	98000	8742
4_1_cts	6.47	35.4	98000	8741
3_5_place_dp	6.47	32.9	91100	8348
3_3_place_gp	6.51	32.9	91100	8348
2_1_floorplan	7.36	-	83700	4455
==> final timing paths <==
| kind | cells after the start | end | startpoint |
|---|---|---|---|
| hold / removal | 3 | ping_mem.doutb[61] | ping_mem.BRAM[14][61] |
| hold reg to reg | 3 | ping_mem.doutb[61] | ping_mem.BRAM[14][61] |
| setup reg to reg | 3 | pong_mem.doutb[56] | pong_mem.BRAM[6][56] |
| setup / recovery | 5 | dout1[32] | ping_pong |
==> cells in the final DEF, fill, tap and decap left out, types with 3 or more instances in the layout <==
cell type,n
sky130_fd_sc_hd__a31oi_1,6
sky130_fd_sc_hd__and3b_1,5
sky130_fd_sc_hd__buf_12,6
sky130_fd_sc_hd__buf_4,156
sky130_fd_sc_hd__bufinv_16,10
sky130_fd_sc_hd__clkbuf_1,74
sky130_fd_sc_hd__clkbuf_16,212
sky130_fd_sc_hd__clkbuf_8,26
sky130_fd_sc_hd__clkdlybuf4s50_1,270
sky130_fd_sc_hd__clkinv_1,17
sky130_fd_sc_hd__clkinv_16,10
sky130_fd_sc_hd__clkinv_2,30
sky130_fd_sc_hd__clkinvlp_4,7
sky130_fd_sc_hd__dfxtp_1,128
sky130_fd_sc_hd__diode_2,3
sky130_fd_sc_hd__edfxtp_1,2048
sky130_fd_sc_hd__inv_1,5
sky130_fd_sc_hd__mux2_2,258
sky130_fd_sc_hd__mux2i_1,1024
sky130_fd_sc_hd__nor2_1,6
sky130_fd_sc_hd__nor2_4,24
sky130_fd_sc_hd__nor3_1,14
sky130_fd_sc_hd__nor3b_1,6
sky130_fd_sc_hd__o21ai_0,10
sky130_fd_sc_hd__o21ai_4,16
sky130_fd_sc_hd__o21ba_4,8
sky130_fd_sc_hd__o22ai_1,512
sky130_fd_sc_hd__or4_1,128
==> cell type report <==
cell class | count | area share (%)
antenna | 3 | 0.00766
clock buffer | 312 | 6.06
clock inverter | 81 | 0.974
inverter | 5 | 0.0191
multi-input combinational | 2029 | 18.8
sequential | 2176 | 65.4
tap | 3705 | 4.73
timing repair buffer | 433 | 4.09
==> worst max-delay path, stage by stage <==
cell	delay, ns
sky130_fd_sc_hd__buf_8	0.36
sky130_fd_sc_hd__buf_4	0.49
sky130_fd_sc_hd__buf_4	0.55
sky130_fd_sc_hd__mux2_2	0.40
sky130_fd_sc_hd__clkdlybuf4s50_1	0.42
Power is estimated from default activity; no workload was simulated.
